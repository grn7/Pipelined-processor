$ cat ./run.sh
#!/bin/bash
# OpenROAD 26Q1-2900-gdf79404cd8, Yosys 0.63+post, stock flow scripts
make -C /OpenROAD-flow-scripts/flow DESIGN_CONFIG=/design/flow/config.mk WORK_HOME=/design/flow/orfs finish
$ cat ./config.mk
export PLATFORM = sky130hd
export DESIGN_NAME = reg_file
export DESIGN_NICKNAME = reg_file
export VERILOG_FILES = /design/flow/design.v
export SDC_FILE = /design/flow/constraint.sdc
export NUM_CORES = 4
export LEC_CHECK = 1
export CORE_UTILIZATION = 30
$ cat ./constraint.sdc
current_design reg_file

set clk_period 60.1
set clk_io_pct 0.2

create_clock -name clk0 -period $clk_period [get_ports {clk}]

set non_clock_inputs [all_inputs -no_clocks]
set_input_delay [expr $clk_period * $clk_io_pct] -clock clk0 $non_clock_inputs
set_output_delay [expr $clk_period * $clk_io_pct] -clock clk0 [all_outputs]
$ cat ./design.v
module reg_file (
    input  logic        clk,
    input  logic        rst,
    input  logic [4:0]  rd_addr1,
    output logic [63:0] rd_data1,
    input  logic [4:0]  rd_addr2,
    output logic [63:0] rd_data2,
    input  logic [4:0]  wr_addr,
    input  logic [63:0] wr_data,
    input  logic        wr_enable,
    output logic [63:0] debug_output,
    output logic [63:0] x5_data
);
    logic [63:0] registers [0:31];
    initial begin
        for (int i = 0; i < 32; i++) begin
            registers[i] = 64'b0;
        end
    end
    always_ff @(posedge clk) begin
        if (rst) begin
            for (int i = 0; i < 32; i++) begin
                registers[i] <= 64'b0;
            end
        end else if (wr_enable && wr_addr != 5'b0) begin
            registers[wr_addr] <= wr_data;
        end
    end
    assign rd_data1 = (rd_addr1 == 5'b0) ? 64'b0 : registers[rd_addr1];
    assign rd_data2 = (rd_addr2 == 5'b0) ? 64'b0 : registers[rd_addr2];
    assign x5_data = registers[5];   
    assign debug_output = registers[31];
endmodule
==> run summary <==
Fin crit period -> 29670 ps
Vias per cell -> 5.491
Area leader share -> 0.5683
Clock Sinks -> 2048
Worst Hold Launch -> rst
Crit path DAT -> 17650 ps
Synth Flop Type -> edfxtp_1
Total GRT Usage -> 0.2432
Total power -> 3.444 mW
I/O Buffers -> 337
Peak VDD IR -> 20.03 µV
# fillers -> 33410
Fmax -> 0.03370 GHz
Crit. End Element -> primary output
Yosys chip area -> 108200 µm²
Gpl congestion -> 0.9438
YS warnings -> 1
Crit-path max cell delay -> 660 ps
Max FFs per register -> 2048
Vias in the first global route -> 71100
Commonest Layout Cell -> edfxtp_1
Area delta synth->final -> 14.19%
P_int -> 2.565 mW
Seq share, synth -> 0.5683
Combinational gate area -> 43830 µm²
Placed Area -> 117100 µm²
Slew Viols, Final -> 0
Avg WL per Cell -> 34.82 µm
RSZ-0062 raised after global routing -> no
Fin area -> 123600 µm²
Status -> complete, no violations
Initial antenna violation count -> 29
Crit path max-delay family -> buffers and inverters
Bufs on Longest Clock Path -> 4
Place WS -> 30370 ps
Switching power share of the total -> 0.2551
Final Setup Violations -> 0
Post-Layout Cell Count -> 11960
Drt drc -> 0
Log Warnings -> 26
Share of layout cells above drive strength 1 -> 0.2313
Startpoint types -> primary input
Crit path max fanout -> 56
Worst path slowest cell -> buf_4
Final hold violation count -> 0
Worst Path Required -> 48080 ps
Sw Pwr -> 0.8784 mW
Leading post-synthesis cells by cell area -> edfxtp_1 (57%), mux4_2 (20%), and2_1 (12%)
Core box area -> 358900 µm²
Registers, synthesis -> 2048
Critical path type -> primary input to primary output
H-tree depth -> 4
Hold Crit Depth -> 1
Largest net degree at the start of global routing -> 73
CTS tree -> built
DRT iter0 DRCs -> 4184
Yosys top cell by area -> edfxtp_1
Cell Area, Synth -> 108200 µm²
Cell mode on critical path -> buf_4
Post-cts resize count -> 0
Clock-pin slew on the worst setup and hold paths -> 70 ps
Cts bufs inserted -> 208
Register area -> 61500 µm²
Top reg by flops -> registers
I/O Pins -> 338
Total Neg Setup Slack -> 0 ps
Max-slew headroom -> 0.3198
Tcrit/Tclk final -> 0.4937
Yosys Instances -> 6886
Gate Count Post-Synth -> 6886
Worst min-delay path category -> primary input to register
Placed insts -> 11580
Setup ws final -> 30430 ps
GRT Residual Overflow -> 0
Worst path buffer plus inverter count -> 7
Max-cap violations -> 0
Most common logic cells in the final layout -> edfxtp_1 (2048), and2_1 (2005), mux4_2 (963), mux2i_1 (376), clkdlybuf4s50_1 (327)
Chip Area -> 363100 µm²
Largest regs -> registers x2048
Post-DRT Antenna Nets -> 0
Worst hold endpoint -> registers[0][29]$_SDFFCE_PN0P_
Number of library cell types mapped by synthesis -> 55
Worst Tran Pin Value -> 1020 ps
Worst hold slack -> 11720 ps
Comb pwr share -> 0.136
Via count -> 65680
Crit-path cells -> buf_8, buf_4, buf_4, buf_4, buf_4, buf_4, mux4_2, a22o_1, a211o_1, and3_1, clkdlybuf4s50_1
CTS Hold Bufs -> 0
Starting density of the core -> 0.3015
Post-synth EDFFs -> 2048
Clock Power Share -> 0.373
# rows -> 220
Seq pwr share -> 0.491
Die Y -> 602.6 µm
Post-Syn Area per Cell -> 15.72 µm²
Pwr/cell area -> 27.87 nW/µm²
LEAKAGE -> 42.14 nW
Pre-Repair DR Iteration Count -> 5
Final core utilization -> 0.3443
Post-CTS Setup Bufs -> 0
DPL Wire Length -> 253.9 mm
First-pass GRT wire length -> 571.3 mm
Asr flop ratio synth -> 0
CTS Root Cell -> clkbuf_16
Detailed Route WL -> 416.5 mm
Die Wd -> 602.6 µm
==> worst max-delay path by stage <==
stage / from / to / slack (ps) / depth (start not counted)
CTS: rd_addr2[0] / rd_data2[25] / 30360 / 11
global route: rd_addr2[0] / rd_data2[25] / 30090 / 11
finish: rd_addr2[0] / rd_data2[20] / 30430 / 11
==> routing by layer <==
metal / routed length, µm / vias up / track usage
li1: - / 26910 / -
met1: 117900 / 32630 / 0.2288
met2: 189000 / 5040 / 0.3571
met3: 77750 / 1059 / 0.2035
met4: 30280 / 38 / 0.1344
met5: 1576 / - / 0.03158
==> area by class of cell <==
| type | count | share of cell area |
|---|---|---|
| Antenna cell | 22 | 0.0004455 |
| Clock buffer | 250 | 0.04392 |
| Clock inverter | 106 | 0.007959 |
| Inverter | 4 | 0.0001418 |
| Multi-Input combinational cell | 4113 | 0.3547 |
| Sequential cell | 2048 | 0.4977 |
| Tap cell | 4773 | 0.04833 |
| Timing Repair Buffer | 646 | 0.04681 |
==> kinds of logic after synthesis <==
kind of cell	Yosys count	synth area share
and+or+nand+nor	2190	0.1254
DFF	2048	0.5683
muxes	1364	0.2378
buffers and inverters	788	0.03233
AOI/OAI and AO/OA	495	0.03609
other	1	0.00003465
==> power groups by stage <==
stage | Sequential (mW) | Clock [mW] | Combinational (mW)
4_1_cts | 1.69 | 1.30 | 0.461
5_1_grt | 1.70 | 1.34 | 0.483
6_report | 1.69 | 1.28 | 0.467
==> synth_stat cells, types with 2 or more instances <==
master     number
mux2i_1       376
nor2_1         38
o22ai_1       110
inv_1           2
a221oi_1       20
a22o_1         86
buf_1          43
a21o_1         45
mux2_2         25
a2bb2oi_1       4
o22a_1          2
nand2b_1        6
o221ai_1       86
or3b_1          3
buf_6          34
nand2_1        16
nand3_1         6
a211o_1        84
buf_4          44
a221o_1         6
a211oi_1        7
or3_1           5
and2_1       2006
a32oi_1         5
o2111a_1        2
clkbuf_1      567
nor4_1         10
o21ai_0         5
o21ai_1        20
a22oi_1         5
nor3_1          9
nand3b_1        4
nor2b_1         7
and3_1         42
mux4_2        963
edfxtp_1     2048
or2_2          31
buf_2          96
and4_1          2
Power is estimated from default activity; no workload was simulated.
