[./run.sh]
#!/bin/bash
# OpenROAD 26Q1-2900-gdf79404cd8, Yosys 0.63+post, stock flow scripts
make -C /OpenROAD-flow-scripts/flow DESIGN_CONFIG=/design/flow/config.mk WORK_HOME=/design/flow/orfs finish
[./config.mk]
export PLATFORM = sky130hd
export DESIGN_NAME = pc_logic_pipelined
export DESIGN_NICKNAME = pc_logic_pipelined
export VERILOG_FILES = /design/flow/design.v
export SDC_FILE = /design/flow/constraint.sdc
export NUM_CORES = 4
export LEC_CHECK = 1
export CORE_UTILIZATION = 50
[./constraint.sdc]
current_design pc_logic_pipelined

set clk_period 11.7
set clk_io_pct 0.2

create_clock -name clk0 -period $clk_period [get_ports {clk}]

set non_clock_inputs [all_inputs -no_clocks]
set_input_delay [expr $clk_period * $clk_io_pct] -clock clk0 $non_clock_inputs
set_output_delay [expr $clk_period * $clk_io_pct] -clock clk0 [all_outputs]
[./design.v]
module pc_logic_pipelined(
    input logic clk,
    input logic rst,
    input logic stall,
    input logic branch_taken,
    input logic[63:0] branch_target,
    input logic prediction_incorrect,
    input logic[63:0] corrected_pc,
    output logic[63:0] pc
);
logic[63:0] pc_next;
always_comb begin
    if(prediction_incorrect) begin
        pc_next = corrected_pc;
    end
    else if(stall) begin
        pc_next = pc;   
    end
    else if(branch_taken) begin
        pc_next = branch_target;
    end
    else begin
        pc_next = pc + 64'd4;
    end
end
always_ff @(posedge clk or posedge rst) begin
    if(rst) begin
        pc <= 64'b0;
    end
    else begin
        pc <= pc_next;
    end
end
endmodule
==> flow_summary.toml <==
# implementation run metrics
[hold_path]
hold_class = "reg2reg"
timing.hold.worst_endpoint = "pc[1]"
timing.hold.worst.start = "pc[1]"
hold-path-cell-count = 2

[yosys]
enable_flop_cells = 0
synth-seq-cells = 64
synth-area-yosys_um2 = 5311
ys_types = 67
synth_area_per_cell_um2 = 7.534
cell_count_listed_in_synth_stat_txt = 705
synth_top_cell_by_area = "dfrtp_1"
area_leaders = "dfrtp_1 30%, o21ai_0 6.6%, a21oi_1 6.2%"
dominantRegCellSynth = "dfrtp_1"
ys_async_sr_fraction_pct = 100.0
synth_warnings = 1
post-synth-top-count-cell = "nand2_1"
post_synth_inst_count = 705
top_cells_by_count = "73 x nand2_1, 70 x o21ai_0, 66 x a21oi_1"
synth_area_um2 = 5311
portion_of_the_post_synthesis_area_used_by_sequential_elements_pct = 30.15
top_cell_area_share_pct = 30.15

[grt]
grtUsageMet2_pct = 51.66
met3_usage_grt_pct = 7.497
number_of_global_route_vias_before_repair = 5840
globalRouteOverflowTotal = 0
grt_pass1_wl_um = 29680
antenna_found_initial = 0
gr-usage-met1_pct = 52.94
grt_max_degree = 82
grt.busiest_layer = "met1"
grt_use_total_pct = 34.40

[timing]
setup_total_negative_slack_ps = 0
worst_slew_margin_rel_pct = 37.81
final_min_period_over_clock_period_pct = 38.21
timing.fmax_mhz = 223.7
setup_viol = 0
max_slew.worst_pin.slew_ps = 924.4
post_route_clock_skew_ps = 11.25
final_max_slew_viol_count = 0
grt_setup_unrepaired = "false"
min_period_ps = 4470
hold_viol_final = 0

[setup_path]
worst-setup-path-type = "in2reg"
critPathArrivalTime_ps = 4700
crit_path_start_kind = "input pin"
cpPeakStageDelay_ps = 680
r2r_setup_slack_ps = 9210
ordered_list_of_cells_on_the_worst_path = "buf_4 -> buf_4 -> nand2b_1 -> buf_4 -> nand2_1 -> o311ai_0"
critPathCaptureType = "register"
worst_ep_required_time_ps = 11930
regToRegStartpoint = "pc[4]"
cpMostUsedCell = "buf_4"
critical_path_peak_fanout = 81
crit-reg2reg-capture = "pc[51]"
r2r.worst_path.cells = 5
cp_slowest_cell = "buf_4"

[power]
power_density_nw_per_um2 = 96.11
internal-power_w = 0.0004908
leak_pwr_nw = 2.843
power.sequential.fraction_pct = 41.6
power.ir.vdd_worst_uv = 64.17
p_sw_share_pct = 31.98
share_clk_of_total_power_pct = 28.0
p_comb_share_pct = 30.5
p_switching_w = 0.0002307

[cts]
clock_tree.root_cell = "clkbuf_8"
post-cts-setup-buffer-count = 0
cts-buffers-inserted = 9
cts_tree = "yes"
clk_pin_slew_ps = 80
post_cts.resized_instances = 0
cts_max_level = 3
holdBufCountCts = 0
clock-sinks = 64
clock_insertion_delay_worst_skew_ps = 340
cts_max_path_buffers = 2

[route]
drt_iter0_drc = 555
post_detailed_route_count_of_antenna_violating_nets = 0
antenna_cells_inserted = 0
wl_per_cell_um = 17.99
totalWireLength_um = 18190
detailed_route_via_count = 6435
drcViolationCount = 0
drt_pass1_iterations = 5
average_vias_per_placed_instance = 6.365

[layout]
area_growth_syn_to_layout_pct = 41.34
instances_no_fill = 1011
drive_gt1_share_pct = 6.057
reg_top3 = "pc x64"
finalCoreUtilization_pct = 72.72
largest_reg_flops = 64
top_register = "pc"

[floorplan]
fp-row-count = 37
horizontal_die_size_um = 105.1
die-height_um = 105.1
floorplan.core_area_um2 = 10320
fp_util_pct = 51.45
ioPinCount = 197
die_area_um2 = 11040

[place]
place.port_buffers = 196
place.gp.congestion = 0.9861
placedCellCount = 995
post-dp-hpwl_um = 13200

[job]
drv_cap = 0
stage_log_warnings = 27

[status]
result_of_the_run = "completed"
==> power groups by stage <==
stage	clock network, W	logic, W	registers, W
CTS	0.000203	0.000220	0.000298
global route	0.000212	0.000243	0.000306
finish	0.000202	0.000220	0.000300
==> metal layers <==
| metal | up-vias | wire length (um) |
|---|---|---|
| met4 | 0 | 274 |
| met1 | 3022 | 8023 |
| met2 | 336 | 8104 |
| met5 | - | 0 |
| met3 | 23 | 1787 |
| li1 | 3054 | - |
==> kinds of logic (layout without fill, tap and decap cells) <==
family	Yosys count	in the layout	share of synthesized area, %
muxes	11	11	2.191
AOI/OAI and AO/OA	255	255	31.33
and+or+nand+nor	301	301	30.65
buffers and inverters	73	243	5.442
adders and majority gates	1	1	0.2355
DFF	64	64	30.15
==> critical path, delay by kind of cell <==
family,cells,cell delay (ps)
buffers and inverters,3,1370
and+or+nand+nor,2,610
AOI/OAI and AO/OA,1,320
==> placed cells by master (no fill, tap or decap), drive strengths merged, types with 11 or more instances in the layout <==
cell	count
nand4	34
o22ai	11
nand2	73
and3	14
inv	21
nor3	26
nor2	56
clkdlybuf4s50	193
o21ai	70
clkbuf	12
nor4	25
nand3	26
a21oi	66
a22oi	13
buf	12
dfrtp	64
==> cell type report <==
| cell class | count | area, um2 |
|---|---|---|
| inverter | 21 | 78.83 |
| sequential | 64 | 1602 |
| timing repair buffer | 206 | 2024 |
| tap | 136 | 170.2 |
| multi-input combinational | 568 | 3426 |
| fill | 764 | 2816 |
| clock buffer | 11 | 151.4 |
| clock inverter | 5 | 55.05 |
==> metrics by stage <==
stage          setup WS (ps)  hold slack, ps  area (um2)   power, W
2_1_floorplan           7762           507.6        5311  0.0003891
3_3_place_gp            7056           559.6        7301  0.0005152
3_5_place_dp            6953           565.3        7301  0.0005209
4_1_cts                 7295           592.7        7507  0.0007215
5_1_grt                 7033           632.4        7507  0.0007610
6_report                7230           592.2        7507  0.0007216
==> how the worst max path moves through the flow <==
stage                                 from  endpoint  cells after the start
final                 prediction_incorrect    pc[26]                      6
after global routing  prediction_incorrect    pc[35]                      7
after CTS             prediction_incorrect    pc[26]                      6
Power is estimated from default activity; no workload was simulated.
