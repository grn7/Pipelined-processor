[/design/flow/design.v]
module alu (
    input  logic [63:0] a,
    input  logic [63:0] b,
    input  logic [2:0]  alu_control,
    input  logic [1:0]  forward_a,       
    input  logic [1:0]  forward_b,       
    input  logic [63:0] mem_result,      
    input  logic [63:0] wb_result,       
    output logic [63:0] result,
    output logic        zero
);
    always_comb begin
        case (alu_control)
            3'b000: result = a + b;
            3'b001: result = a - b;
            3'b010: result = a & b;
            3'b011:  result = a | b;
            default:  result = 64'b0;
        endcase
    end
    assign zero = (result == 64'b0);
endmodule
[/design/flow/run.sh]
#!/bin/bash
# OpenROAD 26Q1-2900-gdf79404cd8, Yosys 0.63+post, stock flow scripts
make -C /OpenROAD-flow-scripts/flow DESIGN_CONFIG=/design/flow/config.mk WORK_HOME=/design/flow/orfs finish
[/design/flow/config.mk]
export PLATFORM = sky130hd
export DESIGN_NAME = alu
export DESIGN_NICKNAME = alu
export VERILOG_FILES = /design/flow/design.v
export SDC_FILE = /design/flow/constraint.sdc
export NUM_CORES = 4
export LEC_CHECK = 1
export CORE_AREA = 10 10 219 219
export DIE_AREA = 0 0 229 229
[/design/flow/constraint.sdc]
current_design alu

set clk_period 27.8
set clk_io_pct 0.2

create_clock -name clk0 -period $clk_period

set non_clock_inputs [all_inputs -no_clocks]
set_input_delay [expr $clk_period * $clk_io_pct] -clock clk0 $non_clock_inputs
set_output_delay [expr $clk_period * $clk_io_pct] -clock clk0 [all_outputs]
==> Flow_metrics.wiki <==
== Run summary ==
{| class="wikitable"
! Metric !! Value
|-
| Status || finished clean
|-
| Post-placement cell area || 0.00953 mm²
|-
| DR vias || 9027
|-
| Max stage delay cell, worst path || or4_1
|-
| Number of sequential storage elements || 0
|-
| Total global routing overflow || 0
|-
| Number of iterations in the first detailed-routing pass || 8
|-
| GRT met1 Usage || 18.8%
|-
| Detailed router's first-iteration violation count || 790
|-
| Post-CTS Setup Bufs || 0
|-
| Mean instance size in the synthesized netlist || 6.50 µm²
|-
| Number of buffer and inverter instances along the worst setup path || 3
|-
| CP Capture Type || primary output
|-
| Fin. max-slew vios || 0
|-
| Maximum number of pins on one net before global-route repair || 43
|-
| Vias per inst || 4.96
|-
| Vias in the first global route || 8600
|-
| Adder-cell share of the synthesized area || 17.8%
|-
| Highest-count cells in the layout ignoring fill and taps || clkdlybuf4s50_1, nand2_1, a21oi_1
|-
| Die Footprint || 0.0524 mm²
|-
| Cell area after synthesis || 0.00699 mm²
|-
| Core utilization of the finished layout || 22.1%
|-
| Clk_buf instances || 0
|-
| XORs/XNORs by Area || 14.3%
|-
| Top-level I/O count || 328
|-
| Pwr dens || 26.3 mW/mm²
|-
| Leakage Power || 3.44 nW
|-
| AND/OR/NAND/NOR Cells, Area Fraction || 26.7%
|-
| Arrival time at the worst endpoint || 13.52 ns
|-
| Fraction of layout instances using a drive strength above 1 || 4.62%
|-
| Number of warnings in the stage logs || 166
|-
| Gr busiest metal || met2
|-
| Area added between synthesis and finish || 36.3%
|-
| Die Span Y || 229 µm
|-
| Most common cell after layout, fill and taps aside || clkdlybuf4s50_1
|-
| Die Span X || 229 µm
|-
| Hold violation total from the final report || 0
|-
| Crit path DRT || 22.24 ns
|-
| Post-synthesis cell count from yosys || 1076
|-
| DR DRC count || 0
|-
| Routing usage on met3 || 3.59%
|-
| Area of the core region || 0.0432 mm²
|-
| Start-to-end type of the worst setup path || primary input to primary output
|-
| Ratio of final minimum period to clock period || 68.6%
|-
| Sequential fraction of the synthesis area || 0%
|-
| Critical Path Fanout Max || 12
|-
| Final setup viols || 0
|-
| Setup crit start kind || primary input
|-
| Post-route cell area || 0.00953 mm²
|-
| Initial antenna violation count || 3
|-
| Worst voltage drop across the vdd grid || 8.53 µV
|-
| Post-route ant nets || 0
|-
| Worst Hold Class || primary input to primary output
|-
| Final total negative setup slack || 0 ns
|-
| RSZ-0062 raised after global routing || false
|-
| First-pass GRT wire length || 56000 µm
|-
| Met2 Resource Use GR || 22.9%
|-
| Count of yosys warnings during synthesis || 1
|-
| Final wirelength || 38200 µm
|-
| Post-cts gate resize count || 0
|-
| Routed wirelength normalized by instance count || 21.0 µm
|-
| Largest combinational cell category by area || AND-OR/OR-AND gates
|-
| Area taken by flip-flops and latches || 0 µm²
|-
| HPWL Detailed || 32000 µm
|-
| Area figure in the yosys stat output || 0.00699 mm²
|-
| Critical Path Max Stage Delay || 0.62 ns
|-
| Final period demand of the worst path || 19.08 ns
|-
| Routability congestion estimate from global placement || 0.948
|-
| Relative slew slack || 42.7%
|-
| Pre-Place Util || 16.2%
|-
| Row cnt || 76
|-
| Cell class contributing the biggest share of worst-path delay || simple AND/OR/NAND/NOR gates
|-
| Overall Global Routing Usage || 13.9%
|-
| Number of port buffers || 196
|-
| Cts-stage hold buffer count || 0
|-
| Maximum frequency from static timing analysis || 52.4 MHz
|-
| Ao+oa area frac || 35.9%
|-
| Cell Type Count || 91
|-
| Fraction of synthesized area in multiplexers || 0.304%
|-
| Worst slew pin tran || 0.855 ns
|-
| Number of max-cap violations || 0
|-
| Number of instances in the synthesized netlist || 1076
|}
area by class of cell:
| cell class | count | area, µm² |
|---|---|---|
| diodes | 1 | 2.50 |
| repair buffers | 210 | 2060 |
| well taps | 585 | 732 |
| multi-input cells | 1001 | 6650 |
| inverters | 22 | 82.6 |
| fillers | 4841 | 33600 |
cells in the mapped netlist, drive strengths merged, types with 4 or more instances:
cell,n,share of area [%]
o32ai,4,0.50
o211ai,5,0.54
or3,14,1.4
o31ai,13,1.4
a2111oi,4,0.61
inv,21,1.1
a221oi,8,1.0
o22ai,9,0.81
o21ai,117,8.4
a211o,5,0.63
nand3,15,1.1
nor2,94,5.0
clkbuf,41,2.8
ha,66,12
o41ai,10,1.9
o21bai,6,0.64
a21boi,6,0.64
nand2b,6,0.54
or2,9,0.84
a211oi,15,1.7
or4,9,1.1
a21oi,132,9.5
maj3,40,5.7
o21a,4,0.43
xnor2,57,7.2
xor2,56,7.0
buf,11,0.91
a31oi,11,0.98
and3,8,0.72
a21o,23,2.5
or4b,4,0.63
nand2,134,7.3
nor3,27,1.9
nor4,11,0.98
nand4,20,1.8
and2,10,0.89
kinds of logic (layout without fill, tap and decap cells):
| group | count (synthesis) | in the layout |
|---|---|---|
| AND/OR/NAND/NOR | 379 | 379 |
| AND-OR/OR-AND | 400 | 400 |
| multiplexers | 2 | 2 |
| other | 0 | 1 |
| buffers and inverters | 75 | 232 |
| adder cells (fa/ha/maj) | 107 | 107 |
| XOR/XNOR | 113 | 113 |
power by group:
part / internal (W) / total (W) / switching [W]
logic: 0.000108 / 0.000251 / 0.000143
registers: 0 / 0 / 0
clock network: 0.00000000000481 / 0.00000000000482 / 0
total: 0.000108 / 0.000251 / 0.000143
metal layers:
metal | part of all wire, % | wire length, µm
met4 | 0.65 | 248
met5 | 0.047 | 18
met1 | 44 | 17000
met3 | 8.7 | 3340
met2 | 46 | 17700
stage by stage:
| stage | total power (W) | setup WS (ns) | hold slack (ns) | instances |
|---|---|---|---|---|
| final | 0.000251 | 8.72 | 12.18 | 1819 |
| after floorplan | 0.000142 | 10.20 | 11.23 | 1076 |
| after detailed placement | 0.000247 | 8.87 | 12.18 | 1818 |
| after global placement | 0.000248 | 8.88 | 12.17 | 1818 |
| after global routing | 0.000274 | 8.27 | 12.23 | 1818 |
| after CTS | 0.000249 | 8.84 | 12.18 | 1818 |
path summary, 6_finish.rpt:
path            from    endpoint  cells after the start
max             b[0]        zero                     26
min   alu_control[0]  result[52]                      5
No activity file was given, so power comes from the tool's default toggle rates.
